File: config.mk
export PLATFORM = sky130hd
export DESIGN_NAME = master_bit_control
export DESIGN_NICKNAME = master_bit_control
export VERILOG_FILES = /design/flow/design.v
export SDC_FILE = /design/flow/constraint.sdc
export NUM_CORES = 4
export LEC_CHECK = 1
export CORE_AREA = 10 10 70 70
export DIE_AREA = 0 0 80 80
File: constraint.sdc
current_design master_bit_control

set clk_period 3.5
set clk_io_pct 0.2

create_clock -name clk0 -period $clk_period [get_ports {i_clk_master}]

set non_clock_inputs [all_inputs -no_clocks]
set_input_delay [expr $clk_period * $clk_io_pct] -clock clk0 $non_clock_inputs
set_output_delay [expr $clk_period * $clk_io_pct] -clock clk0 [all_outputs]
File: design.v
module master_bit_control
    (
        input       i_clk_master,
        input       i_reset,
        input       i_data_in,
        input [2:0] i_cmd,
        output      o_data_out,
        output      o_SCL,
        inout       io_SDA,
        output      o_testing
    );
    reg [7:0] r_clk_counter = 8'b0;
    reg       r_clk = 1'b0;  
    reg [15:0] r_ST_main;
    reg       r_SCL = 1'b1;
    reg       r_SDA = 1'b1;
    reg       r_data_out = 1'b0;
    wire w_clk;
    localparam [15:0] IDLE    = 16'b0;
    localparam [15:0] START_A = 16'b0000000000000001;
    localparam [15:0] START_B = 16'b0000000000000010;
    localparam [15:0] START_C = 16'b0000000000000011;
    localparam [15:0] START_D = 16'b0000000000000100;
    localparam [15:0] START_E = 16'b0000000000000101;
    localparam [15:0] WRITE_A = 16'b0000000000000110;
    localparam [15:0] WRITE_B = 16'b0000000000000111;
    localparam [15:0] WRITE_C = 16'b0000000000001000;
    localparam [15:0] WRITE_D = 16'b0000000000001001;
    localparam [15:0] READ_A =  16'b0000000000001010;
    localparam [15:0] READ_B =  16'b0000000000001011;
    localparam [15:0] READ_C =  16'b0000000000001100;
    localparam [15:0] READ_D =  16'b0000000000001101;
    localparam [15:0] STOP_A =  16'b0000000000001110;
    localparam [15:0] STOP_B =  16'b0000000000001111;
    localparam [15:0] STOP_C =  16'b0000000000010000;
    localparam [15:0] STOP_D =  16'b0000000000010001;
    always @(posedge i_reset or posedge i_clk_master)
        begin
            if (i_reset)
                begin
                    r_clk_counter <= 8'b0;
                    r_ST_main <= IDLE;
                end
            else
                begin
                    r_clk_counter <= r_clk_counter + 1;
                    if ( r_clk_counter == 8'b00110001 )  
                        begin
                            r_clk <= !r_clk;
                            r_clk_counter <= 8'b0;
                        end 
                end
        end
    assign o_testing = r_clk;
    assign w_clk = r_clk;
    always @(posedge w_clk or posedge i_reset ) 
        begin
            if (i_reset)
                begin
                    r_ST_main <= IDLE;
                end
            else
                begin
                    case (r_ST_main)
                    IDLE:
                        begin
                            case(i_cmd)
                                3'b001:  
                                    r_ST_main <= START_A;
                                3'b010:  
                                    r_ST_main <= WRITE_A;
                                3'b011:  
                                    r_ST_main <= READ_A;
                                3'b100:
                                    r_ST_main <= STOP_A;
                                default:
                                    r_ST_main <= IDLE;
                            endcase
                        r_SCL <= r_SCL;
                        r_SDA <= r_SDA;
                        end
                    START_A:
                        begin
                            r_SCL     <=     1'b1;
                            r_SDA     <=     1'b1;
                            r_ST_main <=     START_B;
                        end
                    START_B:
                        begin
                            r_SCL     <=     1'b1;
                            r_SDA     <=     1'b1;
                            r_ST_main <=     START_C;
                        end
                    START_C:
                        begin
                            r_SCL     <=     1'b1;
                            r_SDA     <=     1'b0;
                            r_ST_main <=     START_D;
                        end
                    START_D:
                        begin
                            r_SCL     <=     1'b0;
                            r_SDA     <=     1'b0;
                            r_ST_main <=     START_E;
                        end
                    START_E:
                        begin
                            r_SCL     <=     1'b0;
                            r_SDA     <=     1'b0;
                            r_ST_main <=     IDLE;
                        end
                    WRITE_A:
                        begin
                            r_SCL     <=    1'b0;
                            r_SDA     <=    i_data_in;
                            r_ST_main <=    WRITE_B;
                        end
                    WRITE_B:
                        begin
                            r_SCL     <=    1'b1;
                            r_SDA     <=    i_data_in;
                            r_ST_main <=    WRITE_C;
                        end
                    WRITE_C:
                        begin
                            r_SCL     <= 1'b1;
                            r_SDA     <= i_data_in;
                            r_ST_main <= WRITE_D;
                        end
                    WRITE_D:
                        begin
                            r_SCL     <= 1'b0;
                            r_SDA     <= i_data_in;
                            r_ST_main <= IDLE;
                        end
                    STOP_A:
                        begin
                            r_SCL     <= 1'b0;
                            r_SDA     <= 1'b0;
                            r_ST_main <= STOP_B;
                        end
                    STOP_B:
                        begin
                            r_SCL     <= 1'b1;
                            r_SDA     <= 1'b0;
                            r_ST_main <= STOP_C;
                        end
                    STOP_C:
                        begin
                            r_SCL     <= 1'b1;
                            r_SDA     <= 1'b1;
                            r_ST_main <= STOP_D;
                        end
                    STOP_D:
                        begin
                            r_SCL     <= 1'b1;
                            r_SDA     <= 1'b1;
                            r_ST_main <= IDLE;
                        end
                    READ_A:
                        begin
                            r_SCL          <= 1'b0;
                            r_data_out     <= r_data_out;
                            r_ST_main      <= READ_B;
                        end
                    READ_B:
                        begin
                            r_SCL          <= 1'b1;
                            r_data_out     <= io_SDA;
                            r_ST_main      <= READ_C;
                        end
                    READ_C:
                        begin
                            r_SCL          <= 1'b1;
                            r_data_out     <= io_SDA;
                            r_ST_main      <= READ_D;
                        end
                    READ_D:
                        begin
                            r_SCL          <= 1'b0;
                            r_data_out     <= r_data_out;
                            r_ST_main      <= IDLE;
                        end
                    endcase
                end
        end
    assign io_SDA = r_SDA;
    assign o_SCL = r_SCL;
    assign o_data_out = r_data_out;
endmodule
File: run.sh
#!/bin/bash
# OpenROAD 26Q1-2900-gdf79404cd8, Yosys 0.63+post, stock flow scripts
make -C /OpenROAD-flow-scripts/flow DESIGN_CONFIG=/design/flow/config.mk WORK_HOME=/design/flow/orfs finish
==> summary.txt <==
The following summarizes the physical implementation.

STA
On the final layout, the worst clock skew is 2.02 ps. The post-layout period usage of the worst path is 0.501. Counting I/O delays and the setup requirement, the final critical path takes 1750 ps.

The max-slew violation count is 0. Setup repair after global routing left no endpoint under its margin. The highest clock frequency the design can meet is 570 MHz.

The critical path in the final layout is reported with a setup slack of 1750 ps. Hold-check failures listed in the final report amount to 0. The final count of negative-setup-slack endpoints is 0.

The accumulated negative setup slack is 0 ps.

Placement
The buffer_ports step reported a buffer count of 2. The number of instances in the placed design is 88. The setup slack after placement is 1850 ps. The total half-perimeter wirelength after legalization and detailed placement is 507 um. The congestion estimate from routability-driven global placement came to slightly below 0.8.

Synthesis
The proportion of synthesized chip area in sequential cells is 0.520. The synthesis report lists the Yosys warning total as 33. The cell type with the largest total area is dfrtp_1. The netlist uses 18 different library cells. After technology mapping, the gate count stands at 42.

The area fraction of the dominant cell type after synthesis is 0.452. The average size of a mapped cell is 10.5 um^2. By count the netlist is led by dfrtp_1, nor2_1.

The async set or reset register ratio after synthesis is 0.889. The synth_stat.txt file lists the number of cells as 42. Yosys instantiated no cell more often than dfrtp_1. The top flip-flop cell by instance count after synthesis is dfrtp_1. The post-synthesis instance area is 443 um^2. Yosys attributes the largest share of cell area to dfrtp_1, edfxtp_1, xor2_1. The area reported by Yosys stat is 443 um^2. Counting flops with a built-in enable in the synthesized netlist gives 1. The register bit count reported by yosys is 9.

Job
Warnings raised by the tools during the run amount to 30. The number of max-capacitance violations reported is 0.

Die
According to the floorplan report, the total die area is about 0.0064 mm^2. The floorplan step set the die width to roughly 80 um. The number of ports placed on the die boundary is 10. According to the floorplan report, the placeable core area is ~0.0034 mm^2.

The die height is about 80 um. The share of the core area taken by cells at floorplan is 0.130. The floorplan has 21 rows.

Clock tree
TritonCTS built the clock tree. The clock transition time at the flip-flop clock pins of the worst setup and hold paths is 60 ps. Post-CTS repair ended up resizing 0 cells.

The clock latency of the later-clocked register in the worst-skew pair is 260 ps. The root buffer cell is clkbuf_4. The total number of H-tree levels is 1. Looking at the post-CTS report, the setup buffer insertion count equals 0. The hold buffer count at cts is 0. The longest clock path from root to sink contains 2 buffers. TritonCTS created 3 clock buffers. The number of clock sinks seen by CTS is 9.

Critical path
In the setup report, the worst path falls into the class reg -> out. The arrival time at the worst endpoint is roughly 1100 ps. Looking at the critical path, the single cell with the biggest stage delay is clkdlybuf4s50_1.

The critical-path maximum fanout is 2. The worst setup path is captured at an output port. Listed in order, past its start point the critical path passes clkdlybuf4s50_1. Broken down by cell family, the worst path's largest delay share belongs to buffers and inverters. The worst setup path is launched from a flop. The critical path data required time is 2800 ps. The number of buffer and inverter instances along the worst setup path is 1. The largest stage delay on the critical path is around 460 ps.

Status
The flow ran to the end, and the final reports show no timing, DRC or antenna violations.

Detailed routing
Antenna repair during routing inserted a diode count of 0. After detailed routing, the number of vias per cell comes to 3.10. The pre-antenna-repair detailed-routing pass consisted of 4 iterations.

The detailed router reported a total wirelength of 680 um. The number of remaining DRC errors is 0. After the first detailed-routing iteration, the DRC count stood at 58.

The wire length per cell after detailed routing is 7.39 um. The total number of vias is 285. The final antenna-violating net count is 0.

Pwr
The analysis attributes to cell leakage a power of 0.232 nW. The maximum VDD drop is 0.0996 mV. The overall power is roughly 190 uW. The total power divided by cell area is 357 mW/mm^2.

Cells and area
The number of filler cells placed in the layout is 397. The flow measured a signed area growth from synthesis to layout of 19.2%. The layout cell share with drive strength beyond 1 is 0.109.

For this run, the number of standard cells in the final layout without fillers is about 92.

Global route
The number of antenna violations at the first check in global routing is 0. The number of global-route vias before repair is 266. The global-route wire length before repair is 1.19 mm. The total global-route track usage is 0.0235. Entering global routing, the biggest net connects 9 pins.

The global route stage reports its total congestion overflow as 0.

Min path
The worst min-delay path class is reg -> reg.
[cell families (layout without fill, tap and decap cells)]
family	Yosys count	in the layout	share of synthesized area
fa+ha+maj	2	2	0.0565
flops	9	9	0.520
xor+xnor	5	5	0.0989
compound gates	1	1	0.0226
other cells	2	3	0.0170
simple gates	17	17	0.209
buf+inv	6	9	0.0763
[state kept, by name, summed over array words and instances, names as in the netlist]
signal,flops
r_clk,1
r_clk_counter,8
[cell usage in the layout, fill, tap and decap left out, drive strengths merged]
cell / synthesis / layout
nand4: 1 / 1
and4: 1 / 1
nor3b: 1 / 1
clkbuf: 0 / 4
nand3: 3 / 3
edfxtp: 1 / 1
dfrtp: 8 / 8
nor4: 1 / 1
nor3: 1 / 1
inv: 3 / 3
ha: 2 / 2
clkdlybuf4s50: 0 / 2
xnor2: 2 / 2
xor2: 3 / 3
nor2b: 1 / 1
nand2: 2 / 2
nor2: 6 / 6
conb: 2 / 3
a311o: 1 / 1
[metrics by stage]
step           hold WS, ps  instance area [um^2]   util
2_1_floorplan          462                   447      -
3_3_place_gp           479                   502  0.147
3_5_place_dp           480                   502  0.147
4_1_cts                496                   528  0.155
5_1_grt                517                   528  0.155
6_report               491                   528  0.155
[final timing paths]
path | start | end | slack [ps] | depth (start not counted)
min reg2reg | r_clk_counter[7]$_DFF_PP0_ | r_clk_counter[7]$_DFF_PP0_ | 490 | 1
min | r_clk_counter[7]$_DFF_PP0_ | r_clk_counter[7]$_DFF_PP0_ | 490 | 1
max reg2reg | r_clk_counter[2]$_DFF_PP0_ | r_clk$_DFFE_PP_ | 2150 | 3
max in group asynchronous | i_reset | r_clk_counter[1]$_DFF_PP0_ | 2550 | 2
max | r_clk$_DFFE_PP_ | o_testing | 1750 | 1
min in group asynchronous | i_reset | r_clk_counter[5]$_DFF_PP0_ | 720 | 2
[area by class of cell]
cell class                 count  area (um^2)  area share
clock buffer                   4         26.3      0.0498
inverter                       3         11.3      0.0213
sequential                     9          230       0.436
multi-input combinational     28          183       0.346
timing repair buffer           2         20.0      0.0379
tap                           46         57.6       0.109
[layer usage]
metal,GRT usage,part of all wire,up-vias
met1,0.0338,0.51,132
met3,0.0205,0.12,0
met4,0.00176,0,0
met5,0,0,-
li1,-,-,140
met2,0.0257,0.37,13
[where the power goes]
group	internal (mW)	total, mW	switching (mW)
Sequential	0.105	0.105	0
Clock	0.0439	0.0798	0.0359
Combinational	0.00106	0.00319	0.00213
Power is estimated from default activity; no workload was simulated.
